## flow/config.mk

```make
export PLATFORM = sky130hd
export DESIGN_NAME = Traffic_light
export DESIGN_NICKNAME = Traffic_light
export VERILOG_FILES = /design/flow/design.v
export SDC_FILE = /design/flow/constraint.sdc
export NUM_CORES = 4
export LEC_CHECK = 1
export CORE_UTILIZATION = 40
```

## flow/constraint.sdc

```tcl
current_design Traffic_light

set clk_period 3.2
set clk_io_pct 0.2

create_clock -name clk0 -period $clk_period [get_ports {CLK}]

set non_clock_inputs [all_inputs -no_clocks]
set_input_delay [expr $clk_period * $clk_io_pct] -clock clk0 $non_clock_inputs
set_output_delay [expr $clk_period * $clk_io_pct] -clock clk0 [all_outputs]
```

## flow/design.v

```verilog
module TrafficGone(CLK, Reset, A_Traffic,state, B_Traffic,Traffic_gone,Traffic_Back );
input A_Traffic, B_Traffic, CLK, Reset;
input [2:0]state;
parameter init_state = 0, A_state = 1, B_state = 2, A_is_green = 3, B_is_green = 4, Blink_state=5;
output reg [6:0] Traffic_gone;
output reg [3:0]Traffic_Back;
always@(posedge CLK)
begin
if(Reset==1)
begin
	Traffic_gone <= 0;
	Traffic_Back <= 0;
end
else
begin
	if(B_Traffic == 0 && A_Traffic == 0)  
		Traffic_gone <= Traffic_gone + 1;
	else
		Traffic_gone <= 0;
	if((A_Traffic == 1 || B_Traffic ==1) && state == Blink_state )   
		Traffic_Back <= Traffic_Back + 1;
	else
		Traffic_Back <= 0;
end
end
endmodule
module TrafficStop(CLK, Reset, A_Traffic, B_Traffic, state, Traffic_stop );
input A_Traffic, B_Traffic, CLK, Reset;
input [2:0] state;
parameter init_state = 0, A_state = 1, B_state = 2, A_is_green = 3, B_is_green = 4, Blink_state=5;
output reg [9:0] Traffic_stop;
always@(posedge CLK)
begin
if(Reset==1)
	Traffic_stop <= 0;
else
begin
	if((A_Traffic == 1 && state == A_state )|| (B_Traffic == 1 && state == B_state))  
		Traffic_stop <= Traffic_stop + 1;
	else
		Traffic_stop <= 0;
end
end
endmodule
module Traffic_light (CLK, R, A, B, A_Traffic, B_Traffic, A_Time_L, A_Time_H, B_Time_L, B_Time_H, A_Light, B_Light);
input CLK, R, A, B, A_Traffic, B_Traffic;
output reg [3:0]  A_Time_L, A_Time_H, B_Time_L, B_Time_H;
output reg A_Light, B_Light;
reg [2:0] state ;
parameter init_state = 0, A_state = 1, B_state = 2, A_is_green = 3, B_is_green = 4, Blink_state=5;
reg [6:0] cntA, cntB;  
wire [9:0] Traffic_stop;  
reg	[2:0] Traffic_cnt;  
wire [6:0] Traffic_gone;  
wire [3:0] Traffic_Back;  
reg Reset;
TrafficStop TS(CLK, Reset, A_Traffic, B_Traffic, state, Traffic_stop);
TrafficGone TG(CLK, Reset, A_Traffic,state, B_Traffic,Traffic_gone,Traffic_Back );
always @(posedge CLK)
begin
	if(R == 1)
	begin
		state <= init_state;
		Reset <= 1;
	end
	else  
	begin
		case(state)
			init_state:   
			begin
				cntA <= 0;
				cntB <= 0;
				A_Time_L <= 9;
				A_Time_H <= 8;
				B_Time_L <= 9;
				B_Time_H <= 8;
				Traffic_cnt <= 0;
				Reset <= 0;
				state <= A_state;
			end
			A_state:  
			begin
				if(A == 1)  
					state <= A_is_green; 
				else if(B == 1)  
					state <= B_is_green; 
				else if(cntA < 89 && (Traffic_cnt < 5) )  
				begin
					if(Traffic_stop < 10 )  
					begin
						if(A_Time_L == 0)
							A_Time_L <= 9;
						else
							A_Time_L <= A_Time_L - 1;
						if( A_Time_L == 0)
							A_Time_H <= A_Time_H - 1;
						if(B_Time_L == 0)
							B_Time_L <= 9;
						else
							B_Time_L <= B_Time_L - 1;
						if( B_Time_L == 0)
							B_Time_H <= B_Time_H - 1;
						cntA <= cntA + 1;
					end
					A_Light <= 1;
					B_Light <= 0;
					cntB <= 0;
					state <= A_state;
					if(A_Traffic == 0 && B_Traffic == 1)  
						Traffic_cnt <= Traffic_cnt + 1;
					else
						Traffic_cnt <= 0;
					if(Traffic_gone == 123)  
					begin
						A_Time_L <= 4'b1111;
						A_Time_H <= 4'b1111;
						B_Time_L <= 4'b1111;
						B_Time_H <= 4'b1111;
						state <= Blink_state;
					end						
				end
				else  
				begin
					Traffic_cnt <= 0;
					B_Light <= 1;
					A_Light<= 0;
					if(Traffic_gone == 125)
					begin
						state <= Blink_state;
						B_Time_L <= 4'b1111;
						B_Time_H <= 4'b1111;
						A_Time_L <= 4'b1111;
						A_Time_H <= 4'b1111;
					end
					else  
					begin
						state <= B_state;
						B_Time_L <= 9;
						B_Time_H <= 2;
						A_Time_L <= 9;
						A_Time_H <= 2;
					end
				end
			end	
			B_state:	 
			begin
				if(A == 1) 
			     	state <= A_is_green; 
				  else if(B == 1) 
				     state <= B_is_green; 
				else if(cntB < 29 && Traffic_cnt < 5)
				begin
					if(Traffic_stop < 10 )  
					begin
						if(A_Time_L == 0)
							A_Time_L <= 9;
						else
							A_Time_L <= A_Time_L - 1;
						if( A_Time_L == 0)
							A_Time_H <= A_Time_H - 1;
						if(B_Time_L == 0)
							B_Time_L <= 9;
						else
							B_Time_L <= B_Time_L - 1;
						if( B_Time_L == 0)
							B_Time_H <= B_Time_H - 1;
						cntB <= cntB + 1;
					end
					A_Light <= 0;
					B_Light <= 1;
					cntA <= 0;
					state <= B_state;
					if(A_Traffic == 1 && B_Traffic == 0)  
						Traffic_cnt <= Traffic_cnt + 1;
					else
						Traffic_cnt <= 0;
					if(Traffic_gone == 125)  
					begin
						A_Time_L <= 4'b1111;
						A_Time_H <= 4'b1111;
						B_Time_L <= 4'b1111;
						B_Time_H <= 4'b1111;
						state <= Blink_state;
					end							
				end
				else 
				begin
					Traffic_cnt <= 0;
					B_Light <= 0;
					A_Light<= 1;
					if(Traffic_gone == 125)
					begin
						state <= Blink_state;
						B_Time_L <= 4'b1111;
						B_Time_H <= 4'b1111;
						A_Time_L <= 4'b1111;
						A_Time_H <= 4'b1111;
					end
					else  
					begin
						state <= A_state;
						B_Time_L <= 9;
						B_Time_H <= 8;
						A_Time_L <= 9;
						A_Time_H <= 8;
					end
				end		
			end
			A_is_green:  
			begin
				A_Light = 1;
				B_Light = 0;
				A_Time_L <= 4'b1111;
				A_Time_H <= 4'b1111;
				B_Time_L <= 4'b1111;
				B_Time_H <= 4'b1111;
				if(R == 1)  
				begin
				 state <= init_state; 
				end
				else if(B == 1) 
				     state <= B_is_green;  
			end
			B_is_green:  
			begin
				A_Light <= 0;
				B_Light <= 1;
				A_Time_L <= 4'b1111;
				A_Time_H <= 4'b1111;
				B_Time_L <= 4'b1111;
				B_Time_H <= 4'b1111;
				if(R == 1)  
				begin
					state <= init_state; 
				end
				else if(A == 1)
				   state <= A_is_green;   
			end
			Blink_state:  
			begin
				if(A == 1) 
				    state <= A_is_green; 
				else if(B == 1) 
				    state <= B_is_green; 
				else 
				begin
					A_Light <= !A_Light;  
					B_Light <= !B_Light;   
					if(Traffic_Back == 4)  
					begin
						state <= init_state;
					end
				end 
			end
		endcase
	end
end
endmodule
```

## flow/run.sh

```bash
#!/bin/bash
# OpenROAD 26Q1-2900-gdf79404cd8, Yosys 0.63+post, stock flow scripts
make -C /OpenROAD-flow-scripts/flow DESIGN_CONFIG=/design/flow/config.mk WORK_HOME=/design/flow/orfs finish
```

==> out/qor.yml <==
sta:
  drv_slew: 0
  fin_setup_tns_ns: 0
  whs_ns: 0.464
  finalHoldViolations: 0
  rsz0062_at_grt: "no"
  fmax_ghz: 0.397
  setup_viol: 0
  finalCritPeriodShare_pct: 78.8
  worst_slew_pin_slew_ns: 0.702
  finClkSkew_ns: 0.00894
  period_minus_slack_ns: 2.52
  maxSlewHeadroom_pct: 53.1
critical_path:
  cpPeakStageDelay_ns: 0.48
  path_max_fanout: 7
  critPathLaunchType: "input pin"
  arrival_ns: 2.53
  cp_cell_sequence: "clkdlybuf4s50_1 -> nor2_1 -> o21ai_0 -> a21oi_1 -> o2111a_1"
  end_kind: "register"
  slowest_stage: "clkdlybuf4s50_1"
  criticalPathCategory: "input pin to register"
  reg2reg_slack_ns: 0.90
  required_ns: 3.21
  path_buffers: 1
  critPathTopFamily: "AND-OR/OR-AND gates"
logic_synthesis:
  synth_area_per_cell_um2: 10.2
  yosysChipArea_mm2: 0.00323
  yosys.stat.seqShare_pct: 49.9
  async_reset_ff_share_pct: 0
  yosysWarnings: 3
  netlist_area_mm2: 0.00323
  synthCells: 317
  flop_cell: "edfxtp_1"
  ys_cells: 317
  synth-edff-count: 35
  numSynthFlops: 63
  synth_cell_types: 53
clocking:
  cts_setup_buffers: 0
  clockRootBuffer: "clkbuf_8"
  clkTransAtPathRegs_ns: 0.07
  clk_path_buf_depth: 2
  cts_resized: 0
  clock-sinks: 63
  clk_latency_ns: 0.34
  cts_buffers: 9
  cts_hold_buffers: 0
  htreeDepth: 3
  cts_tree: "yes"
worst_hold_path:
  hold_path_class: "register to register"
routing:
  dr.pass1.iters: 4
  drc: 0
  routedWlPerCell_um: 13.9
  dr.first_iter.drc_count: 114
  ant_nets: 0
  diodes: 0
  viasPerCell: 5.19
  routed_wl_um: 6300
  vias: 2350
floorplanning:
  die-area_mm2: 0.00843
  dieWidth_um: 91.8
  pin_count: 24
  die_h_um: 91.8
  fp-utilization_pct: 41.6
  fp-row-count: 32
  core_mm2: 0.00777
global_routing:
  grt_max_degree: 24
  grtUsageTotal_pct: 16.6
  grt-ovfl-total: 0
  first_global_vias: 2161
  grt_pass1_wl_um: 10500
  antenna_found_initial: 0
place:
  port_buffers: 23
  gp_congestion: 0.880
  dp_hpwl_um: 4470
cells_and_area:
  area_growth_pct: 16.9
  comb_area_mm2: 0.00153
  seqCellArea_mm2: 0.00161
  final.fill_count: 704
  drive_gt1_share_pct: 8.55
status:
  status: "completed"
job:
  warning_count: 27
  cap_violations: 0
pwr:
  powerDensity_mw_per_mm2: 467
  p_leak_nw: 1.36
  ir_drop_v: 0.000230
-- stage by stage --
| step | setup WS [ns] | cell area, µm² | instances | utilization, % | power, mW |
|---|---|---|---|---|---|
| 2_1_floorplan | 0.928 | 3230 | 317 | - | 1.02 |
| 3_3_place_gp | 0.381 | 3570 | 437 | 46.0 | 1.09 |
| 3_5_place_dp | 0.366 | 3570 | 437 | 46.0 | 1.09 |
| 4_1_cts | 0.720 | 3770 | 453 | 48.6 | 1.79 |
| 5_1_grt | 0.523 | 3770 | 453 | 48.6 | 1.85 |
| 6_report | 0.680 | 3770 | 453 | 48.6 | 1.76 |
-- metal layers --
metal | vias up | wire length, µm | GRT usage [%]
li1 | 1197 | - | -
met2 | 48 | 2870 | 25.1
met5 | - | 0 | 0
met4 | 0 | 75 | 1.56
met1 | 1098 | 3020 | 26.2
met3 | 7 | 338 | 4.39
-- registers in the layout, summed over array words and instances (netlist names) --
| register | cells |
|---|---|
| A_Time_H | 4 |
| cntB | 7 |
| A_Time_L | 4 |
| B_Time_H | 4 |
| TG.Traffic_gone | 7 |
| Traffic_cnt | 3 |
| cntA | 7 |
| A_Light | 1 |
| B_Time_L | 4 |
| TG.Traffic_Back | 4 |
| Reset | 1 |
| TS.Traffic_stop | 10 |
| state | 6 |
| B_Light | 1 |
-- cells in the mapped netlist, drive strengths merged, types with 3 or more instances --
library cell | count | area (µm²)
nand4 | 4 | 25.0
o21ai | 22 | 121
nor4 | 5 | 58.8
ha | 10 | 125
or4 | 3 | 30.0
xnor2 | 15 | 131
o211ai | 5 | 42.5
edfxtp | 35 | 1050
or3 | 4 | 26.3
a21oi | 8 | 40.0
nor2 | 45 | 169
and3 | 10 | 63.8
nand2 | 9 | 33.8
nand3 | 26 | 135
nor2b | 5 | 31.3
xor2 | 20 | 175
and2 | 9 | 56.3
dfxtp | 28 | 561
mux2i | 4 | 40.0
inv | 15 | 56.3
nor3 | 4 | 20.0
a21boi | 3 | 26.3
clkbuf | 5 | 18.8
-- final timing paths --
kind	end	start	depth (start not counted)
min	TG.Traffic_Back[0]	TG.Traffic_Back[0]	1
max reg2reg	cntB[5]	state[3]	4
min reg2reg	TG.Traffic_Back[0]	TG.Traffic_Back[0]	1
max	cntB[5]	A	5
-- report_power, final --
part / internal [mW] / switching, mW
combinational: 0.0739 / 0.0717
sequential: 0.892 / 0.0348
clock: 0.393 / 0.297
-- area by class of cell --
class	count	area share, %
Clock buffer	15	5.24
Clock inverter	1	0.199
Inverter	16	1.59
Multi-Input combinational cell	232	40.6
Sequential cell	63	42.7
Tap cell	102	3.38
Timing Repair Buffer	24	6.30
-- logic make-up after synthesis --
| kind of cell | Yosys count | synth area share (%) |
|---|---|---|
| AND/OR/NAND/NOR | 130 | 21.6 |
| flip-flops | 63 | 49.9 |
| AND-OR/OR-AND | 52 | 11.0 |
| XOR/XNOR | 35 | 9.50 |
| buffers and inverters | 22 | 2.60 |
| adder cells (fa/ha/maj) | 10 | 3.88 |
| multiplexers | 5 | 1.59 |
-- cell usage in the layout (no fill, tap or decap), drive strengths merged, types with 2 or more instances in the layout --
cell and instances:
nor2 45, edfxtp 35, dfxtp 28, nand3 26, clkdlybuf4s50 23, o21ai 22
xor2 20, inv 15, xnor2 15, clkbuf 15, ha 10, and3 10
nand2 9, and2 9, a21oi 8, nor2b 5, o211ai 5, nor4 5
nor3 4, mux2i 4, nand4 4, or3 4, a21boi 3, or4 3
o211a 2, a31oi 2, nand2b 2
Power is estimated from default activity; no workload was simulated.
